<file path="flow/design.v">
module shift_reg #(
    parameter MSB=8
) (
    input d,
    input clk,
    input en,
    input dir,
    input reset,
    output reg [MSB-1:0] out
);
always @(posedge clk) begin
    if(!reset)
      out <= 0;  
    else begin
        if(en)  
        case (dir)
            0 : out <= {out[MSB-2:0],d};
            1 : out <= {d, out[MSB-1:1]}; 
        endcase
        else  
          out <= out;
    end
end
endmodule
</file>
<file path="flow/run.sh">
#!/bin/bash
# OpenROAD 26Q1-2900-gdf79404cd8, Yosys 0.63+post, stock flow scripts
make -C /OpenROAD-flow-scripts/flow DESIGN_CONFIG=/design/flow/config.mk WORK_HOME=/design/flow/orfs finish
</file>
<file path="flow/config.mk">
export PLATFORM = sky130hd
export DESIGN_NAME = shift_reg
export DESIGN_NICKNAME = shift_reg
export VERILOG_FILES = /design/flow/design.v
export SDC_FILE = /design/flow/constraint.sdc
export NUM_CORES = 4
export LEC_CHECK = 1
export CORE_AREA = 10 10 70 70
export DIE_AREA = 0 0 80 80
</file>
<file path="flow/constraint.sdc">
current_design shift_reg

set clk_period 1.0
set clk_io_pct 0.2

create_clock -name clk0 -period $clk_period [get_ports {clk}]

set non_clock_inputs [all_inputs -no_clocks]
set_input_delay [expr $clk_period * $clk_io_pct] -clock clk0 $non_clock_inputs
set_output_delay [expr $clk_period * $clk_io_pct] -clock clk0 [all_outputs]
</file>
==> summary.log <==
[outcome] run status finished, final reports clean
[pwr] Static Leak 0.278 nW
[layout] post-synthesis to final-layout area growth 84.6%
[job] total tool warning count 25
[drt] Avg WL per Cell 9.61 um
[worst_setup_path] data required time at the worst endpoint 0.80 ns
[drt] vias per inst 3.33
[drt] number of vias after detailed routing 343
[grt] antenna violations before repair 0
[drt] aggregate routed wire length 990 um
[timing] fin worst setup slack 0.0439 ns
[worst_setup_path] worst path buffer plus inverter count 1
[yosys] Top area cell types sky130_fd_sc_hd__dfxtp_1, sky130_fd_sc_hd__mux2i_1, sky130_fd_sc_hd__a21oi_1, sky130_fd_sc_hd__o21ai_0, sky130_fd_sc_hd__buf_6
[worst_setup_path] arrival time of the worst setup path 0.76 ns
[drt] number of antenna repair diodes 0
[clock_tree] Longest Clk Path Bufs 2
[floorplan] initial core utilization 10.3%
[placed_design] Placed Cells 100
[timing] Worst Hold Slack 0.331 ns
[floorplan] horizontal extent of the die 80 um
[grt] via count of the first global-routing pass 355
[worst_setup_path] worst stage delay on the critical path 0.33 ns
[timing] transition time at the pin with the least slew margin 0.310 ns
[yosys] Avg Inst Size Synth 10.3 um^2
[yosys] Dominant cell area share 45.7%
[clock_tree] Root Driver sky130_fd_sc_hd__clkbuf_4
[timing] final critical-path required period 0.956 ns
[pwr] worst supply voltage drop on vdd 0.221 mV
[timing] top achievable clock speed 1050 MHz
[layout] post-layout util 18.9%
[worst_setup_path] biggest fanout along the worst timing path 2
[clock_tree] number of clock sinks 8
[clock_tree] post-CTS setup buffer count 0
[yosys] number of synthesized flops with an enable pin 0
[clock_tree] TritonCTS Buffers 3
[grt] leftover overflow at the end of global routing 0
[worst_setup_path] flop-to-flop setup slack 0.20 ns
[grt] pin count of the biggest net entering global routing 17
[placed_design] final weighted congestion in routability-driven placement 0.666
[yosys] Synthesis Warnings 1
[min_path] Worst Hold Class input pin to register
[placed_design] count of buffers inserted at the top-level ports 12
[yosys] async set or reset register ratio after synthesis 0%
[yosys] top cell type by total area after synthesis sky130_fd_sc_hd__dfxtp_1
[floorplan] Die Height 80 um
[floorplan] Die Area 6400 um^2
[clock_tree] clock edge transition at the registers on the reported setup and hold paths 0.05 ns
[layout] register bank with the most flops out
[yosys] cell count listed in synth_stat.txt 34
[yosys] Post-synth top cells sky130_fd_sc_hd__a21oi_1, sky130_fd_sc_hd__dfxtp_1, sky130_fd_sc_hd__mux2i_1
[layout] number of flip-flops in the largest register 8
[floorplan] core box area 3420 um^2
[placed_design] detailed placer's ending HPWL 742 um
[grt] global-route wire length before repair 1690 um
[clock_tree] CTS tree built
[drt] total DRC errors in the routed layout 0
[yosys] Cell Type Count 6
[drt] number of nets with antenna violations after routing 0
[pwr] total power 0.000764 W
[worst_setup_path] chain of cells forming the critical path clkdlybuf4s15_1
[worst_setup_path] type of element launching the critical path register
[timing] fraction of the cycle the final worst path needs 95.6%
[clock_tree] deepest level of the CTS H-tree 1
[timing] Layout Skew 0.00318 ns
[yosys] instance count of the mapped netlist 34
[timing] # setup viols final 0
[pwr] power density relative to cell area 1180 nW/um^2
[clock_tree] hold_buf cts 0
[yosys] post-synthesis chip area from yosys 350 um^2
[clock_tree] worst-skew pair later-pin latency 0.25 ns
[timing] final tally of hold violations 0
[grt] aggregate global-route resource usage 3.28%
[placed_design] setup slack after placement -0.238 ns
[layout] largest registers in the final layout out (8)
[job] number of max-capacitance violations reported 0
[worst_setup_path] slowest CP cell sky130_fd_sc_hd__dfxtp_2
[yosys] main flop type after synthesis sky130_fd_sc_hd__dfxtp_1
[worst_setup_path] Crit. End Element output pin
[drt] detailed-router iteration count before antenna repair 4
[layout] fraction of layout cells with a size suffix above 1 42.1%
[worst_setup_path] start-to-end type of the worst setup path register to output pin
[timing] RSZ-0062 raised after global routing false
[yosys] mapped cell area 350 um^2
[worst_setup_path] cell class contributing the biggest share of worst-path delay flip-flops
[yosys] ys flops 8
[timing] relative max-transition margin 79.3%
[drt] number of DRC markers after the initial detailed-route iteration 32
[floorplan] standard-cell row count 21
[yosys] fraction of the yosys area taken by sequential cells 45.7%
[layout] non-filler instance count after layout 103
[timing] Final Max-Slew Violation Tally 0
[floorplan] ports placed on the boundary 13
-- area by class of cell --
class,instances,area (um^2)
well taps,46,57.6
flip-flops and latches,8,170
fillers,377,2770
clock buffers,3,22.5
multi-input cells,24,171
repair buffers,22,225
-- through the flow --
stage | instance area, um^2 | TNS (ns)
finish | 647 | 0
detailed placement | 606 | -1.82
global placement | 606 | -1.84
floorplan | 350 | 0
CTS | 638 | 0
global route | 647 | 0
-- placed cells by master, fill, tap and decap left out --
| master | instances |
|---|---|
| sky130_fd_sc_hd__dlymetal6s2s_1 | 2 |
| sky130_fd_sc_hd__o21ai_0 | 6 |
| sky130_fd_sc_hd__buf_4 | 8 |
| sky130_fd_sc_hd__a21oi_1 | 8 |
| sky130_fd_sc_hd__dfxtp_2 | 8 |
| sky130_fd_sc_hd__clkdlybuf4s50_1 | 2 |
| sky130_fd_sc_hd__clkbuf_4 | 3 |
| sky130_fd_sc_hd__mux2i_2 | 1 |
| sky130_fd_sc_hd__mux2i_1 | 7 |
| sky130_fd_sc_hd__o21ai_2 | 2 |
| sky130_fd_sc_hd__clkdlybuf4s15_1 | 8 |
| sky130_fd_sc_hd__buf_12 | 2 |
-- routing by layer --
metal / up-vias / track usage [%] / share of wire [%]
met5: - / 0 / 0
met4: 0 / 0.880 / 0
met3: 0 / 1.36 / 7.6
met2: 9 / 5.30 / 49
met1: 159 / 3.89 / 43
li1: 175 / - / -
-- where the power goes --
part / leakage, nW / switching (W) / internal [W]
clock: 0.0138 / 0.000103 / 0.000137
combinational: 0.196 / 0.0000624 / 0.000105
sequential: 0.0689 / 0.0000109 / 0.000345
total: 0.278 / 0.000176 / 0.000587
-- path summary, 6_finish.rpt --
path / startpoint / endpoint / cells past startpoint
worst max-delay path: out[3] / out[3] / 1
worst min-delay path: reset / out[7] / 3
worst max register to register: out[3] / out[2] / 3
worst min register to register: out[7] / out[7] / 3
-- what timing repair did --
item,4_1_cts,5_1_grt
setup endpoints to repair,8,5
gates cloned,0,0
gates resized,24,3
-- logic make-up after synthesis --
family | count (synthesis) | share of synthesized area [%]
DFF | 8 | 45.7
muxes | 8 | 22.9
buffers and inverters | 2 | 6.43
AOI/OAI and AO/OA | 16 | 25.0
Power is estimated from default activity; no workload was simulated.
