==> flow/run.sh <==
#!/bin/bash
# OpenROAD 26Q1-2900-gdf79404cd8, Yosys 0.63+post, stock flow scripts
make -C /OpenROAD-flow-scripts/flow DESIGN_CONFIG=/design/flow/config.mk WORK_HOME=/design/flow/orfs finish
==> flow/config.mk <==
export PLATFORM = sky130hd
export DESIGN_NAME = counter
export DESIGN_NICKNAME = counter
export VERILOG_FILES = /design/flow/design.v
export SDC_FILE = /design/flow/constraint.sdc
export NUM_CORES = 4
export LEC_CHECK = 1
export CORE_AREA = 10 10 70 70
export DIE_AREA = 0 0 80 80
==> flow/constraint.sdc <==
current_design counter

set clk_period 1.2
set clk_io_pct 0.2

create_clock -name clk0 -period $clk_period [get_ports {clk}]

set non_clock_inputs [all_inputs -no_clocks]
set_input_delay [expr $clk_period * $clk_io_pct] -clock clk0 $non_clock_inputs
set_output_delay [expr $clk_period * $clk_io_pct] -clock clk0 [all_outputs]
==> flow/design.v <==
module counter ( input clk,   
                 input rstn,  
                 output reg [3:0] out);  
always @ (posedge clk) begin
    if (! rstn)
    out <=0;
    else
    out <= out +1;
end
endmodule
==> reports/metrics.cfg <==
[clock_tree]
clk-insertion-delay-late_ns = 0.23
ctsHtreeMaxLevel = 1
clkTransAtPathRegs_ns = 0.04
ctsHoldBuffers = 0
cts_sinks = 4
cts_buffers = 3
cts_tree = yes
cts_root_buf = clkbuf_4
clk_path_buf_depth = 2

[routing]
vias = 117
via_per_inst = 1.72
wirelength_um = 380
drt_drc_violations_left = 0
ant_nets = 0
drtPass1Iterations = 3
drtIter0Drc = 10
diodes = 0
routedWlPerCell_um = 5.59

[timing]
skew_ns = 0.000157
layout_setup_ws_ns = 0.136
tightest_slew_ns = 0.150
setup-violations-final = 0
hold_violations = 0
fmax_ghz = 0.940
rsz0062_at_grt = no
final_max_slew_viol_count = 0
tns_ns = 0
post-route-period-util_pct = 88.7
fin_crit_ns = 1.06
relSlewSlack_pct = 90.0

[global_route]
grt_pass1_vias = 119
grt_usage_pct = 1.27
overflow = 0
grt_pass1_wl_um = 579
grt_max_degree = 6
antenna_found_initial = 0

[worst_setup_path]
crit_path_end_kind = output port
timing.rr.start = out[0]
startpoint = out[0]
critPathKind = register to output port
max_stage_delay_ns = 0.32
path_buffers = 1
cpLargestDelayFamily = flip-flops
cp.arrival_ns = 0.82
r2r_cells = 3
crit_path_max_fanout = 4
crit_path_top_delay_cell = dfxtp_2
start_kind = register
crit_chain = dlygate4sd2_1
required_ns = 0.96
cp_num_cells = 1

[die]
die_w_um = 80
placeableCoreArea_mm2 = 0.00342
die_h_um = 80
io_pins = 6
rows = 21
dieArea_mm2 = 0.00640
fp_util_pct = 4.25

[synth]
ys_cells = 13
yosys_warnings = 1
ys_seq_share_pct = 55.2
synth_flop_count = 4
postSynthCellCount = 13
ys_area_um2 = 145
synth.avg_cell_area_um2 = 11.2
synth_cell_types = 9
netlist_area_um2 = 145

[place]
dp_slack_ns = 0.0869
io_buffers = 5
dp.cells = 64
place_area_um2 = 253
gp_congestion = 0.591

[run_status]
status = finished, final reports clean

[final_layout]
reg.largest.list = out x4
drive_gt1_share_pct = 36.4
regMostFlops = out
stdcell_area_um2 = 283
fill_cells = 415
largest_reg_flops = 4
syn2layout_area_growth_pct = 94.8
most-common-layout-cells = dfxtp_2 (4), dlygate4sd2_1 (4), clkbuf_4 (3)
final_cells = 68

[worst_hold_path]
hold_path_depth = 1
hold_start = out[0]
min_path_type = register to register

[job]
tool_warnings = 25
max_cap_viol_count = 0

[power_and_ir_drop]
power_uw = 347
ir_drop_v = 0.000382
p_per_area_mw_per_mm2 = 1230
p_leak_nw = 0.127

-- Yosys cell counts --
cell / count / area [um^2]
dfxtp_1: 4 / 80.1
and2_1: 2 / 12.5
ha_1: 1 / 12.5
mux2i_1: 1 / 10.0
nand2_1: 1 / 3.75
nand2b_1: 1 / 6.26
nand3_1: 1 / 5.00
nor2b_1: 1 / 6.26
xor2_1: 1 / 8.76
-- layer usage --
layer	up-vias	track usage (%)	wire, um
met1	48	1.79	226
met2	8	0.803	91
met3	0	1.70	62
li1	61	-	-
met5	-	0	0
met4	0	0.528	0
-- kinds of logic (layout without fill, tap and decap cells) --
family | after synthesis | in the layout | share of synthesized area, %
simple gates | 6 | 6 | 23.3
flops | 4 | 4 | 55.2
fa+ha+maj | 1 | 1 | 8.62
xor+xnor | 1 | 1 | 6.04
mux | 1 | 1 | 6.90
buf+inv | 0 | 9 | 0
-- per-stage QoR --
step | hold WS (ns) | utilization (%)
3_5_place_dp | 0.453 | 7.40
2_1_floorplan | 0.362 | -
4_1_cts | 0.426 | 8.28
5_1_grt | 0.441 | 8.28
6_report | 0.426 | 8.28
3_3_place_gp | 0.448 | 7.40
-- what timing repair did --
item / CTS / global route
setup buffers: 1 / 0
setup endpoints to repair: 4 / 0
resized: 8 / 0
-- final timing paths --
check,end,slack (ns)
setup / recovery,out[0],0.14
setup reg to reg,out[2],0.29
hold reg to reg,out[0],0.43
hold / removal,out[0],0.43
-- final cells by class --
cell class | count | area (um^2) | area share [%]
Clock buffer | 3 | 22.5 | 7.96
Timing Repair Buffer | 6 | 52.6 | 18.6
Sequential cell | 4 | 85.1 | 30.1
Tap cell | 46 | 57.6 | 20.4
Multi-Input combinational cell | 9 | 65.1 | 23.0
-- power breakdown --
| group | switching, mW | internal (mW) | leakage, nW |
|---|---|---|---|
| combinational | 0.0114 | 0.0205 | 0.0792 |
| clock | 0.0527 | 0.112 | 0.0138 |
| sequential | 0.00665 | 0.144 | 0.0343 |
| total | 0.0707 | 0.276 | 0.127 |
Power figures rest on the tool's default switching activity, not on a simulated workload.
