==> config.mk <==
export PLATFORM = sky130hd
export DESIGN_NAME = Sequence_Detector_MOORE_Verilog
export DESIGN_NICKNAME = Sequence_Detector_MOORE_Verilog
export VERILOG_FILES = /design/flow/design.v
export SDC_FILE = /design/flow/constraint.sdc
export NUM_CORES = 4
export LEC_CHECK = 1
export CORE_AREA = 10 10 70 70
export DIE_AREA = 0 0 80 80
==> constraint.sdc <==
current_design Sequence_Detector_MOORE_Verilog

set clk_period 1.0
set clk_io_pct 0.2

create_clock -name clk0 -period $clk_period [get_ports {clock}]

set non_clock_inputs [all_inputs -no_clocks]
set_input_delay [expr $clk_period * $clk_io_pct] -clock clk0 $non_clock_inputs
set_output_delay [expr $clk_period * $clk_io_pct] -clock clk0 [all_outputs]
==> design.v <==
module Sequence_Detector_MOORE_Verilog(sequence_in,clock,reset,detector_out
    );
input clock;  
input reset;  
input sequence_in;  
output reg detector_out;  
parameter  Zero=3'b000,  
           One=3'b001,  
           OneZero=3'b011,  
           OneZeroOne=3'b010,  
           OneZeroOneOne=3'b110; 
reg [2:0] current_state, next_state;  
always @(posedge clock, posedge reset)
begin
 if(reset==1) 
 current_state <= Zero; 
 else
 current_state <= next_state;  
end 
always @(current_state,sequence_in)
begin
 case(current_state) 
 Zero:begin
  if(sequence_in==1)
   next_state = One;
  else
   next_state = Zero;
 end
 One:begin
  if(sequence_in==0)
   next_state = OneZero;
  else
   next_state = One;
 end
 OneZero:begin
  if(sequence_in==0)
   next_state = Zero;
  else
   next_state = OneZeroOne;
 end 
 OneZeroOne:begin
  if(sequence_in==0)
   next_state = OneZero;
  else
   next_state = OneZeroOneOne;
 end
 OneZeroOneOne:begin
  if(sequence_in==0)
   next_state = OneZero;
  else
   next_state = One;
 end
 default:next_state = Zero;
 endcase
end
always @(current_state)
begin 
 case(current_state) 
    Zero:   detector_out = 0;
    One:   detector_out = 0;
    OneZero:  detector_out = 0;
    OneZeroOne:  detector_out = 0;
    OneZeroOneOne:  detector_out = 1;
 default:  detector_out = 0;
 endcase
end 
endmodule
==> run.sh <==
#!/bin/bash
# OpenROAD 26Q1-2900-gdf79404cd8, Yosys 0.63+post, stock flow scripts
make -C /OpenROAD-flow-scripts/flow DESIGN_CONFIG=/design/flow/config.mk WORK_HOME=/design/flow/orfs finish
==> qor.yml <==
critical_path:
  critical-path-max-stage-delay_ns: 0.38
  worst_path_max_delay_cell: "sky130_fd_sc_hd__dfrtp_1"
  data_arrival_time_of_the_critical_path_ns: 1.10
  path_delay_family: "flip-flops"
  crit_path_frequent_cell: "sky130_fd_sc_hd__buf_6"
  crit_path_cell_trace: "buf_6 > buf_6 > o31a_1"
  timing.critical_path.buf_inv: 2
  timing.rr.start: "current_state[2]"
  reg2regPathDepth: 3
  timing.critical_path.fanout_max: 2
  worst-endpoint-required_ns: 1.13
  cp-end-kind: "register"
  critical_path_depth: 3
  worstSetupPathType: "register to register"
  crit_path_launch_type: "register"
  critPathLaunch: "current_state[2]"
floorplanning:
  die-height_um: 80
  die_width_um: 80
  fp_util_pct: 4.91
  std_cell_rows: 21
  die_area_um2: 6400
  core_um2: 3420
  top_level_ports: 4
synthesis:
  synth_sequential_area_ratio_pct: 75.4
  post_synthesis_cell_area_um2: 168
  synth.area.top_cells: "sky130_fd_sc_hd__dfrtp_1 (60%), sky130_fd_sc_hd__dfstp_2 (16%), sky130_fd_sc_hd__and2_1 (7.5%)"
  ys_cells: 13
  synth-area-yosys_um2: 168
  synth.yosys.warnings: 1
  postSynthCellCount: 13
  synthesized_area_divided_by_synthesized_cell_count_um2: 12.9
  post_synth_num_cell_types: 7
  ys.flops: 5
  top_area_share_pct: 59.7
  synth_top_cell_by_area: "sky130_fd_sc_hd__dfrtp_1"
timing:
  timing_hold_violations_final: 0
  grt_setup_unrepaired: "yes"
  timing_worst_slew_pin_value_ns: 0.185
  worst_clock_skew_ns: 0.00415
  timing.max_slew.rel_slack_pct: 87.6
  fin_crit_sh_pct: 97.1
  achievable-frequency_mhz: 1030
  timing.final.max_slew_violations: 0
  finalCriticalPeriod_ns: 0.971
  fin_hold_ws_ns: 0.153
  finalSetupViolCount: 0
route:
  drc_viols: 0
  avgRoutedWirePerCell_um: 5.72
  detail_route.first_pass.iterations: 2
  routed-via-count: 129
  drt-vias-per-instance: 1.87
  totalWireLength_um: 395
  detailedRoute.firstIterationViolations: 13
  ant_nets: 0
pwr:
  power.density_nw_per_um2: 1650
  power_internal_uw: 390
  combPwrFrac_pct: 8.1
  p_clk_share_pct: 46.6
  power.switching_uw: 119
  sequentialPowerShare_pct: 45.3
  p_total_uw: 509
  leakage_nw: 0.129
  p_sw_share_pct: 23.3
  max-vdd-ir-drop_uv: 337
flow_run:
  drv.max_cap_violation_count: 0
  warning_count: 26
global_route:
  grt_overflow: 0
  grt_use_total_pct: 1.51
  number_of_global_route_vias_before_repair: 145
  antenna_violations_before_repair: 1
  first_pass_grt_wire_length_um: 662
  largest_net_degree_at_the_start_of_global_routing: 6
cells_and_area:
  layout_top_cells: "sky130_fd_sc_hd__dfrtp_1 (4), sky130_fd_sc_hd__nor2_1 (3), sky130_fd_sc_hd__clkbuf_4 (3)"
  postLayoutCellArea_um2: 308
  synth_to_layout_area_growth_pct: 83.6
  mostFrequentLayoutCell: "sky130_fd_sc_hd__dfrtp_1"
  top_register: "current_state"
  layout-drive-gt1-share_pct: 40.9
  number_of_flip_flops_in_the_largest_register: 5
  layout_top_registers: "current_state (5)"
  layoutNonFillerInstCount: 69
cts:
  clock_insertion_delay_worst_skew_ns: 0.25
  cts.root.buffer_cell: "sky130_fd_sc_hd__clkbuf_4"
  clock_tree.buffer_depth: 2
  worst_setup_hold_path_clk_slew_ns: 0.05
  numCtsBuffers: 3
  clock_tree_from_tritoncts: "done"
  cts_htree_levels: 1
  tritoncts_num_sinks: 5
  post_cts_hold_buffer_count: 0
hold_path:
  timing.hold.worst.class: "primary input to asynchronous set/reset pin"
place:
  post_dp_cell_area_um2: 263
  count_of_input_and_output_buffers: 3
  number_of_placed_cells_counting_well_taps: 63
  gp_congestion: 0.623
run_status:
  run_status: "complete, no violations"
==> final cells by class <==
cell class | instances | area [um^2]
Antenna cell | 1 | 2.50
Clock buffer | 3 | 22.5
Clock inverter | 1 | 5.00
Fill cell | 402 | 3110
Inverter | 1 | 3.75
Multi-Input combinational cell | 7 | 42.5
Sequential cell | 5 | 126
Tap cell | 46 | 57.6
Timing Repair Buffer | 5 | 47.5
==> repair_timing <==
item	CTS	global route
setup endpoints to repair	1	3
resized	2	4
buffers inserted	1	0
endpoints found under the hold margin	0	0
==> metrics by stage <==
step	setup WS [ns]	TNS [ns]	util (%)
global placement	0.00852	0	7.69
finish	0.0293	0	9.01
detailed placement	0.00583	0	7.69
CTS	0.00544	0	8.72
global route	-0.00473	-0.00473	9.01
floorplan	0.248	0	-
==> worst register-to-register path, stage by stage, from the launching register on <==
cell	delay (ns)
sky130_fd_sc_hd__dfrtp_1	0.38
sky130_fd_sc_hd__buf_6	0.12
sky130_fd_sc_hd__buf_6	0.10
sky130_fd_sc_hd__o31a_1	0.26
==> worst paths after layout <==
path                                    end  slack (ns)
min                        current_state[3]        0.15
max                        current_state[3]        0.03
min reg2reg                current_state[0]        0.50
min in group clk0          current_state[0]        0.50
max reg2reg                current_state[3]        0.03
max in group asynchronous  current_state[0]        0.61
==> synth_stat cells (all sizes together) <==
master  number
and2         2
dfrtp        4
dfstp        1
inv          1
nor2         3
nor3         1
o31a         1
==> power groups by stage <==
stage     registers, mW  logic (mW)  clock network, mW
5_1_grt           0.233      0.0450              0.259
6_report          0.231      0.0412              0.237
4_1_cts           0.229      0.0381              0.248
==> cell families after synthesis <==
| logic type | after synthesis | synth area share, % |
|---|---|---|
| simple gates | 6 | 17.2 |
| compound gates | 1 | 5.22 |
| buf+inv | 1 | 2.24 |
| flops | 5 | 75.4 |
==> metal layers <==
| layer | global-route usage [%] | vias up | part of all wire, % |
|---|---|---|---|
| met5 | 0 | - | 0 |
| met4 | 0.176 | 0 | 0 |
| met3 | 2.84 | 0 | 29 |
| met2 | 1.52 | 8 | 33 |
| met1 | 1.34 | 60 | 37 |
| li1 | - | 61 | - |
Power and IR drop assume default switching activity.
